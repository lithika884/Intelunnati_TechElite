**constraint.sdc**
```tcl
current_design Verilog2

set clk_period 16.6
set clk_io_pct 0.2

create_clock -name clk0 -period $clk_period [get_ports {clk}]

set non_clock_inputs [all_inputs -no_clocks]
set_input_delay [expr $clk_period * $clk_io_pct] -clock clk0 $non_clock_inputs
set_output_delay [expr $clk_period * $clk_io_pct] -clock clk0 [all_outputs]
```
**run.sh**
```bash
#!/bin/bash
# OpenROAD 26Q1-2900-gdf79404cd8, Yosys 0.63+post, stock flow scripts
make -C /OpenROAD-flow-scripts/flow DESIGN_CONFIG=/design/flow/config.mk WORK_HOME=/design/flow/orfs finish
```
**config.mk**
```make
export PLATFORM = sky130hd
export DESIGN_NAME = Verilog2
export DESIGN_NICKNAME = Verilog2
export VERILOG_FILES = /design/flow/design.v
export SDC_FILE = /design/flow/constraint.sdc
export NUM_CORES = 4
export LEC_CHECK = 1
export CORE_UTILIZATION = 40
```
**design.v**
```verilog
module Verilog2 (
  input wire clk,
  input wire reset,
  input wire cashValid,
  input wire chequeValid,
  input wire ddValid,
  input wire [31:0] cashNumber,
  input wire [31:0] chequeNumber,
  input wire [31:0] ddNumber,
  input wire [15:0] micrField,
  input wire [31:0] currentMonthBill,
  input wire [31:0] previousMonthBalance,
  output reg [31:0]  nextMonthBalance
);
  parameter IDLE = 2'b00;
  parameter CASH_PAYMENT = 2'b01;
  parameter CHEQUE_PAYMENT = 2'b10;
  parameter DD_PAYMENT = 2'b11;
  reg [1:0] currentState;
  reg [1:0] nextState;
  reg [31:0] excessPayment;
  reg [31:0] cashAmount;
  reg [31:0] chequeAmount;
  reg [31:0] ddAmount;
  localparam [31:0] CASH_NUMBER = 32'd1234;
  localparam [31:0] CHEQUE_NUMBER = 32'd5678;
  localparam [15:0] MICR_FIELD = 16'd9876;
  localparam [31:0] DD_NUMBER = 32'd5432;
  localparam [31:0] CASH_AMOUNT = 32'd100;
  localparam [31:0] CHEQUE_AMOUNT = 32'd200;
  localparam [31:0] DD_AMOUNT = 32'd150;
  always @(posedge clk) begin
    if (reset) begin
      currentState <= IDLE;
      excessPayment <= 32'd0;
    end
    else begin
      currentState <= nextState;
      case (currentState)
        IDLE: begin
          if (cashValid) begin
            nextState <= CASH_PAYMENT;
          end
          else if (chequeValid) begin
            nextState <= CHEQUE_PAYMENT;
          end
          else if (ddValid) begin
            nextState <= DD_PAYMENT;
          end
          else begin
            nextState <= IDLE;
          end
        end
        CASH_PAYMENT: begin
          if (cashNumber == CASH_NUMBER && currentMonthBill >= cashAmount) begin
            excessPayment <= currentMonthBill - cashAmount;
          end
          else begin
            excessPayment <= 32'd0;
          end
          nextState <= IDLE;
        end
        CHEQUE_PAYMENT: begin
          if (chequeNumber == CHEQUE_NUMBER && micrField == MICR_FIELD && currentMonthBill >= chequeAmount) begin
            excessPayment <= currentMonthBill - chequeAmount;
          end
          else begin
            excessPayment <= 32'd0;
          end
          nextState <= IDLE;
        end
        DD_PAYMENT: begin
          if (ddNumber == DD_NUMBER && currentMonthBill >= ddAmount) begin
            excessPayment <= currentMonthBill - ddAmount;
          end
          else begin
            excessPayment <= 32'd0;
          end
          nextState <= IDLE;
        end
      endcase
    end
  end
  always @(posedge clk) begin
    case (currentState)
      IDLE: begin
        if (excessPayment > previousMonthBalance) begin
          nextMonthBalance <= 32'd0;
        end
        else begin
          nextMonthBalance <= previousMonthBalance - excessPayment;
        end
      end
      default: begin
        nextMonthBalance <= previousMonthBalance;
      end
    endcase
  end
endmodule
```
==> results_slide.txt <==
Key Metrics from the Run

Drt
  • DRC: 0
  • Total wire length: 14500 um
  • Vias/cell: 5.32
  • DRT antenna net count: 0
  • Diode count: 0
  • Drt first pass iters: 5
  • DRT iter0 DRCs: 219
  • DR vias: 4864
  • Drt wl/cell: 15.8 um

Layout
  • Syn-to-layout area delta: 54.8%
  • Fraction of layout cells with a size suffix above 1: 0.0490

Floorplanning
  • Chip Width: 109 um
  • Die Y: 109 um
  • Top Ports: 213
  • Area of the die: 12000 um^2
  • Core area: between 10000 and 15000 um^2
  • FP Util: 0.419
  • Row count: 38

Worst setup path
  • WP buf/inv: 3
  • Worst EP required: 16.85 ns
  • Top Family by Delay on Critical Path: AND-OR/OR-AND gates
  • Worst path arrival time: between 6 and 7 ns
  • Slowest CP cell: clkdlybuf4s50_1
  • CP peak stage delay: 0.46 ns
  • Crit path max fanout: 16
  • Critical Path Start Type: input port
  • R2R Setup Slk: 13.75 ns
  • CP cell instances: clkdlybuf4s50_1, inv_1, ha_1, fa_1, and2b_1, o211ai_1, a21o_1, a211oi_2, o21ai_1, or3b_1, buf_4, nand3_1, o21ai_0
  • Reg2reg end: nextMonthBalance[7]$_DFF_P_
  • Worst Setup Path Type: input port to register
  • Critical path endpoint category: register
  • Worst Reg2Reg Path Length in Cells: 11
  • Origin of the critical flop-to-flop path: excessPayment[0]$_SDFFE_PP0P_

Final timing
  • Fin Setup TNS: 0 ns
  • Slew margin rel.: 0.483
  • Worst slew pin tran: 0.776 ns
  • Fin crit period: slightly above 6 ns
  • Fin. Hold Viols: 0
  • RSZ-0062 raised after global routing: no
  • Pins Over Slew Limit: 0
  • Setup violations, final: 0
  • Skew final: 0.00689 ns
  • Setup ws final: ~11 ns
  • Cycle use final: 0.364
  • Achievable Freq: between 150 and 200 MHz

Place
  • Post-detail-place hpwl: 11400 um
  • Dpl ws: 10.22 ns
  • I/O Buffers: 212
  • Gp weighted congestion: between 0.9 and 1

Synth
  • Distinct cells, synth: between 60 and 70
  • EDFF count, synth: 2
  • Ys flops: 68
  • Ys Warns: ~97
  • Yosys Instances: 572
  • Cell taking the most area after synthesis: dfxtp_1
  • Syn Inst Count: 572
  • Ys async rst share: 0
  • Synth Seq Share: 0.299
  • Synth Cell Area: 4620 um^2
  • Post-Syn Area per Cell: 8.08 um^2
  • Top_reg_cell synth: dfxtp_1
  • Area leader share: 0.286
  • Cell area leaders: dfxtp_1 29%, ha_1 9.7%, inv_1 5.3%
  • YS chip area: 4620 um^2

Clocking
  • Clk buf depth: 2
  • # Post-CTS Setup Buffers: 0
  • Root Driver: clkbuf_16
  • Hold_buf cts: 0
  • CTS tree: built
  • Clk slew on worst S/H paths: 0.06 ns
  • H-tree depth: 3
  • CTS Sinks: 68
  • Late-Pin Clk Latency: 0.33 ns
  • TritonCTS buffer count: 9
  • CTS resizes: 0

Worst hold path
  • HP Class: register to register
  • Hold Crit Start: nextState[1]$_SDFFCE_PP0N_
  • WHS Path Cells: 1
  • Hold endpoint: currentState[1]$_SDFF_PP0_

Flow run
  • Tool warnings: 29
  • Total of max-cap violations: 0

Global route
  • Initial antenna violation count: 0
  • Total GRT Usage: 0.255
  • Global-route wire length before repair: 23300 um
  • GR Overflow Total: 0
  • Vias in the first global route: around 4.7k
  • Largest net degree at the start of global routing: about 80

Power and ir drop
  • Switching Share: 0.241
  • Switching Power: 0.125 mW
  • Int Power: 0.393 mW
  • Comb power frac: 0.258
  • Seq pwr share: 0.347
  • Pwr per Cell Area: 72.3 nW/um^2
  • Clk pwr share: 0.396
  • Total leakage power: roughly 2.7 nW
  • Peak supply drop: 0.0000637 V

Run status
  • Run status: completed
## cell type report
type / count / area (um^2)
fill: 933 / 3880
clock inverter: 6 / 86.3
timing repair buffer: 216 / 2150
multi-input combinational: 410 / 2880
clock buffer: 10 / 239
tap: 140 / 175
inverter: 65 / 244
sequential: 68 / 1380
## metal layers
| metal | wire length, um | share of wire | track usage |
|---|---|---|---|
| met1 | 6890 | 0.48 | 0.383 |
| met4 | 199 | 0.014 | 0.0352 |
| met3 | 1050 | 0.073 | 0.0489 |
| met5 | 0 | 0 | 0 |
| met2 | 6340 | 0.44 | 0.394 |
## sequential cells by signal, summed over array words and instances, names as in the netlist
name,count
currentState,2
nextState,2
excessPayment,32
nextMonthBalance,32
## stage by stage
step	std cells	utilization	instance area [um^2]	power [mW]	hold slack (ns)
after floorplan	572	-	4620	0.235	0.429
after global placement	899	0.619	6830	0.315	0.436
after detailed placement	899	0.619	6830	0.315	0.441
after CTS	915	0.648	7150	0.522	0.451
after global routing	915	0.648	7150	0.545	0.475
final	915	0.648	7150	0.517	0.456
## worst reg2reg max path, delay by kind of cell, from the launching register on
family,cells,cell delay (ns)
flip-flops,1,0.33
buffers and inverters,1,0.29
AND/OR/NAND/NOR,3,0.71
adder cells (fa/ha/maj),2,0.57
AND-OR/OR-AND,5,0.87
## cell usage in the layout (no fill, tap or decap), types with 3 or more instances in the layout
cell and count:
o21a_1 7, o21bai_1 4, xnor2_1 16, clkbuf_16 9, clkdlybuf4s50_1 212, a22oi_1 32, o221ai_1 3, nand3_1 24
buf_4 4, nor4_1 13, o2111ai_1 3, nand4_1 16, o2bb2ai_1 10, a21o_1 18, nand2b_1 4, nand3b_1 4
o21ai_1 3, nand2_1 16, or4_1 3, dfxtp_1 66, o211ai_1 3, a41oi_1 3, nor2b_1 10, nor4bb_1 5
nor2_1 51, inv_1 65, a21oi_1 33, nor4b_1 8, xor2_1 8, nor3_1 7, o21ai_0 30, ha_1 35
## logic make-up (layout without fill, tap and decap cells)
kind of cell,after synthesis,in the layout,share of synthesized area
simple gates,177,177,0.213
compound gates,172,172,0.261
flops,68,68,0.299
buf+inv,94,297,0.0801
xor+xnor,24,24,0.0455
fa+ha+maj,37,37,0.102
## cell usage after synthesis, drive strengths merged, types with 3 or more instances
library cell / instances
o21bai: 4
a31oi: 3
o2111ai: 3
nand4: 16
nor4: 13
nand3: 24
o211ai: 4
o2bb2ai: 10
a21oi: 34
or4: 4
o21ai: 33
nor2: 52
nand2: 16
dfxtp: 66
xor2: 8
a41oi: 3
nor2b: 10
nor4b: 8
ha: 36
o21a: 7
buf: 11
o221ai: 3
clkbuf: 18
nor3: 7
nand2b: 4
nand3b: 4
a21o: 18
a22oi: 32
inv: 65
and2: 3
nor4bb: 5
xnor2: 16
## power by group through the flow
stage / sequential (mW) / clock [mW] / combinational, mW
CTS: 0.179 / 0.209 / 0.134
global route: 0.180 / 0.219 / 0.146
finish: 0.179 / 0.205 / 0.133
## how the worst max path moves through the flow
stage | from | end | cells after the start
4_1_cts | previousMonthBalance[0] | nextMonthBalance[7]$_DFF_P_ | 13
5_1_grt | previousMonthBalance[0] | nextMonthBalance[3]$_DFF_P_ | 13
6_report | previousMonthBalance[0] | nextMonthBalance[7]$_DFF_P_ | 13
Power and IR drop assume default switching activity.
